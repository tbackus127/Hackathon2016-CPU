### design.v
module AndOp(
	     OperandA,
	     OperandB,
	     Result);
   input  [15:0]  OperandA;
   input  [15:0]  OperandB;
   output [15:0]  Result;
   and(Result[0],  OperandA[0],  OperandB[0]);
   and(Result[1],  OperandA[1],  OperandB[1]);   
   and(Result[2],  OperandA[2],  OperandB[2]);   
   and(Result[3],  OperandA[3],  OperandB[3]);   
   and(Result[4],  OperandA[4],  OperandB[4]);   
   and(Result[5],  OperandA[5],  OperandB[5]);   
   and(Result[6],  OperandA[6],  OperandB[6]);   
   and(Result[7],  OperandA[7],  OperandB[7]);   
   and(Result[8],  OperandA[8],  OperandB[8]);   
   and(Result[9],  OperandA[9],  OperandB[9]);   
   and(Result[10], OperandA[10], OperandB[10]);   
   and(Result[11], OperandA[11], OperandB[11]);   
   and(Result[12], OperandA[12], OperandB[12]);   
   and(Result[13], OperandA[13], OperandB[13]);   
   and(Result[14], OperandA[14], OperandB[14]);   
   and(Result[15], OperandA[15], OperandB[15]);
endmodule  
module OrOp(
	    OperandA,
	    OperandB,
	    Result);
   input  [15:0]  OperandA;
   input  [15:0]  OperandB;
   output [15:0]  Result;
   or(Result[0],  OperandA[0],  OperandB[0]);
   or(Result[1],  OperandA[1],  OperandB[1]);   
   or(Result[2],  OperandA[2],  OperandB[2]);   
   or(Result[3],  OperandA[3],  OperandB[3]);   
   or(Result[4],  OperandA[4],  OperandB[4]);   
   or(Result[5],  OperandA[5],  OperandB[5]);   
   or(Result[6],  OperandA[6],  OperandB[6]);   
   or(Result[7],  OperandA[7],  OperandB[7]);   
   or(Result[8],  OperandA[8],  OperandB[8]);   
   or(Result[9],  OperandA[9],  OperandB[9]);   
   or(Result[10], OperandA[10], OperandB[10]);   
   or(Result[11], OperandA[11], OperandB[11]);   
   or(Result[12], OperandA[12], OperandB[12]);   
   or(Result[13], OperandA[13], OperandB[13]);   
   or(Result[14], OperandA[14], OperandB[14]);   
   or(Result[15], OperandA[15], OperandB[15]);
endmodule  
module XorOp(
	    OperandA,
	    OperandB,
	    Result);
   input  [15:0]  OperandA;
   input  [15:0]  OperandB;
   output [15:0]  Result;
   xor(Result[0],  OperandA[0],  OperandB[0]);
   xor(Result[1],  OperandA[1],  OperandB[1]);   
   xor(Result[2],  OperandA[2],  OperandB[2]);   
   xor(Result[3],  OperandA[3],  OperandB[3]);   
   xor(Result[4],  OperandA[4],  OperandB[4]);   
   xor(Result[5],  OperandA[5],  OperandB[5]);   
   xor(Result[6],  OperandA[6],  OperandB[6]);   
   xor(Result[7],  OperandA[7],  OperandB[7]);   
   xor(Result[8],  OperandA[8],  OperandB[8]);   
   xor(Result[9],  OperandA[9],  OperandB[9]);   
   xor(Result[10], OperandA[10], OperandB[10]);   
   xor(Result[11], OperandA[11], OperandB[11]);   
   xor(Result[12], OperandA[12], OperandB[12]);   
   xor(Result[13], OperandA[13], OperandB[13]);   
   xor(Result[14], OperandA[14], OperandB[14]);   
   xor(Result[15], OperandA[15], OperandB[15]);
endmodule  
module NotOp(
	     OperandA,
	     Result
	     );
   input  [15:0] OperandA;
   output [15:0] Result;
   not(Result[0],  OperandA[0]);
   not(Result[1],  OperandA[1]);   
   not(Result[2],  OperandA[2]);   
   not(Result[3],  OperandA[3]);   
   not(Result[4],  OperandA[4]);   
   not(Result[5],  OperandA[5]);   
   not(Result[6],  OperandA[6]);   
   not(Result[7],  OperandA[7]);   
   not(Result[8],  OperandA[8]);   
   not(Result[9],  OperandA[9]);   
   not(Result[10], OperandA[10]);   
   not(Result[11], OperandA[11]);   
   not(Result[12], OperandA[12]);   
   not(Result[13], OperandA[13]);   
   not(Result[14], OperandA[14]);   
   not(Result[15], OperandA[15]);
endmodule  
module carry_select_adder_subtractor(S, C, V, A, B, Op);
   output [15:0] S;    
   output 	 C;    
   output 	 V;    
   input [15:0]  A;    
   input [15:0]  B;    
   input 	 Op;   
   wire 	 C15;  
   wire [15:0] 	 Bx;
   xor(Bx[0], B[0], Op);
   xor(Bx[1], B[1], Op);
   xor(Bx[2], B[2], Op);
   xor(Bx[3], B[3], Op);
   xor(Bx[4], B[4], Op);
   xor(Bx[5], B[5], Op);
   xor(Bx[6], B[6], Op);
   xor(Bx[7], B[7], Op);
   xor(Bx[8], B[8], Op);
   xor(Bx[9], B[9], Op);
   xor(Bx[10], B[10], Op);
   xor(Bx[11], B[11], Op);
   xor(Bx[12], B[12], Op);
   xor(Bx[13], B[13], Op);
   xor(Bx[14], B[14], Op);
   xor(Bx[15], B[15], Op);
   xor(C, C15, Op);             
   carry_select_adder csa(S, C15, V, A, Bx, Op);   
endmodule  
module carry_select_adder(S, C, V, A, B, Cin);
   output [15:0] S;    
   output 	 C;    
   output 	 V;    
   input [15:0]  A;    
   input [15:0]  B;    
   input 	 Cin;  
   wire [3:0] 	S1_0;    
   wire [3:0] 	S1_1;    
   wire [3:0] 	S2_0;    
   wire [3:0] 	S2_1;    
   wire [3:0] 	S3_0;    
   wire [3:0] 	S3_1;    
   wire 	C1_0;    
   wire 	C1_1;    
   wire 	C2_0;    
   wire 	C2_1;    
   wire 	C3_0;    
   wire 	C3_1;    
   wire 	C0;      
   wire 	C1;      
   wire 	C2;      
   wire         V0;      
   wire 	V1_0;    
   wire 	V1_1;    
   wire 	V2_0;    
   wire 	V2_1;    
   wire 	V3_0;    
   wire 	V3_1;    
   ripple_carry_adder rc_nibble_0(S[3:0], C0, V0, A[3:0], B[3:0], Cin);
   ripple_carry_adder rc_nibble_1_carry_0(S1_0, C1_0, V1_0, A[7:4], B[7:4], 0);
   ripple_carry_adder rc_nibble_1_carry_1(S1_1, C1_1, V1_1, A[7:4], B[7:4], 1);
   ripple_carry_adder rc_nibble_2_carry_0(S2_0, C2_0, V2_0, A[11:8], B[11:8], 0);  
   ripple_carry_adder rc_nibble_2_carry_1(S2_1, C2_1, V2_1, A[11:8], B[11:8], 1);  
   ripple_carry_adder rc_nibble_3_carry_0(S3_0, C3_0, V3_0, A[15:12], B[15:12], 0);
   ripple_carry_adder rc_nibble_3_carry_1(S3_1, C3_1, V3_1, A[15:12], B[15:12], 1);  
   multiplexer_2_1 #(1) muxc1(C1, C1_0, C1_1, C0);
   multiplexer_2_1 #(1) muxc2(C2, C2_0, C2_1, C1);
   multiplexer_2_1 #(1) muxc(C, C3_0, C3_1, C2);
   multiplexer_2_1 #(1) muxv(V, V3_0, V3_1, C2);   
   multiplexer_2_1 #(4) muxs1(S[7:4], S1_0, S1_1, C0); 
   multiplexer_2_1 #(4) muxs2(S[11:8], S2_0, S2_1, C1);
   multiplexer_2_1 #(4) muxs3(S[15:12], S3_0, S3_1, C2);  
endmodule  
module ripple_carry_adder(S, C, V, A, B, Cin);
   output [3:0] S;    
   output 	C;    
   output       V;    
   input [3:0] 	A;    
   input [3:0] 	B;    
   input 	Cin;  
   wire 	C0;  
   wire 	C1;  
   wire 	C2;  
   full_adder fa0(S[0], C0, A[0], B[0], Cin);     
   full_adder fa1(S[1], C1, A[1], B[1], C0);
   full_adder fa2(S[2], C2, A[2], B[2], C1);
   full_adder fa3(S[3], C, A[3], B[3], C2);     
   xor(V, C, C2);   
endmodule  
module full_adder(
		  Sum, 
		  CarryOut, 
		  A, 
		  B, 
		  CarryIn);
   output Sum;
   output CarryOut;
   input  A;
   input  B;
   input  CarryIn;
   wire   w1;
   wire   w2;
   wire   w3;
   wire   w4;
   xor(A, B, w1);
   xor(S, Cin, w1);
   and(A, B, w2);   
   and(A, Cin, w3);
   and(B, Cin, w4);   
   or(Cout, w2, w3, w4);
endmodule  
module multiplexer_2_1(X, A0, A1, S);
   parameter WIDTH=16;      
   output [WIDTH-1:0] X;    
   input [WIDTH-1:0]  A1;   
   input [WIDTH-1:0]  A0;   
   input 	      S;   
   assign X = (S == 1'b0) ? A0 : A1;
endmodule  
module IsEqual(
	       OperandA,
	       OperandB,
	       Result);
   input [15:0] OperandA;
   input [15:0] OperandB;
   output       Result;
   wire   [15:0] Holder;
   XorOp Big_Xor(.OperandA(OperandA), 
		 .OperandB(OperandB), 
		 .Result(Holder));
   assign Result = 0;
   or(Result, Result, Holder[0]);
   or(Result, Result, Holder[1]);
   or(Result, Result, Holder[2]);
   or(Result, Result, Holder[3]);
   or(Result, Result, Holder[4]);
   or(Result, Result, Holder[5]);
   or(Result, Result, Holder[6]);
   or(Result, Result, Holder[7]);
   or(Result, Result, Holder[8]);
   or(Result, Result, Holder[9]);
   or(Result, Result, Holder[10]);
   or(Result, Result, Holder[11]);
   or(Result, Result, Holder[12]);
   or(Result, Result, Holder[13]);
   or(Result, Result, Holder[14]);
   or(Result, Result, Holder[15]);
   not(Result,Result);
endmodule  
module SetH(
	    OperandA,
	    Result
	    );
   input  [15:0] OperandA;
   output [15:0] Result;
   assign Result[8] = OperandA[0];
   assign Result[9] = OperandA[1];
   assign Result[10] = OperandA[2];
   assign Result[11] = OperandA[3];
   assign Result[12] = OperandA[4];
   assign Result[13] = OperandA[5];
   assign Result[14] = OperandA[6];
   assign Result[15] = OperandA[7];
endmodule  
module SetL(
	    OperandA,
	    Result
	    );
   input  [15:0] OperandA;
   output [15:0] Result;
   assign Result[0] = OperandA[0];
   assign Result[1] = OperandA[1];
   assign Result[2] = OperandA[2];
   assign Result[3] = OperandA[3];
   assign Result[4] = OperandA[4];
   assign Result[5] = OperandA[5];
   assign Result[6] = OperandA[6];
   assign Result[7] = OperandA[7];
endmodule  
module IsLessThan(
		  OperandA,
		  OperandB,
		  Result
		  );
   input [15:0] OperandA;
   input [15:0] OperandB;
   output 	Result;
   assign Result = (OperandA < OperandB);
endmodule  
module IsGreaterThan(
		  OperandA,
		  OperandB,
		  Result
		  );
   input [15:0] OperandA;
   input [15:0] OperandB;
   output 	Result;
   assign Result = (OperandA > OperandB);
endmodule  
### run.sh
#!/bin/bash
# OpenROAD 26Q1-2900-gdf79404cd8, Yosys 0.63+post, stock flow scripts
make -C /OpenROAD-flow-scripts/flow DESIGN_CONFIG=/design/flow/config.mk WORK_HOME=/design/flow/orfs finish
### constraint.sdc
current_design OrOp

set clk_period 1.0
set clk_io_pct 0.2

create_clock -name clk0 -period $clk_period

set non_clock_inputs [all_inputs -no_clocks]
set_input_delay [expr $clk_period * $clk_io_pct] -clock clk0 $non_clock_inputs
set_output_delay [expr $clk_period * $clk_io_pct] -clock clk0 [all_outputs]
### config.mk
export PLATFORM = sky130hd
export DESIGN_NAME = OrOp
export DESIGN_NICKNAME = OrOp
export VERILOG_FILES = /design/flow/design.v
export SDC_FILE = /design/flow/constraint.sdc
export NUM_CORES = 4
export LEC_CHECK = 1
export CORE_AREA = 10 10 70 70
export DIE_AREA = 0 0 80 80
==> PnR_summary.wiki <==
=== Synthesis and place and route ===
{| class="wikitable"
! Metric !! Value
|-
| Result of the run || finished, final reports clean
|-
| Total global-route track usage || 0.0309
|-
| Placement row count || 21
|-
| Final Cycle Share || 0.957
|-
| Routability cong. || 0.712
|-
| NetSw || 0.0237 mW
|-
| Total cells reported by yosys after synthesis || 16
|-
| Pre-antenna DRT Iters || 2
|-
| Number of hold-slack violations in the final timing report || 0
|-
| Top Ports || 48
|-
| Synthesized area || 100 µm²
|-
| Internal power || 0.0976 mW
|-
| Effective utilization at floorplan || 0.0293
|-
| GRT overflow || 0
|-
| Smallest setup slack after layout || 0.0425 ns
|-
| Clock share of power || 0
|-
| Layout Area Growth over Synthesis || 418%
|-
| Leakage power of the design || 0.248 nW
|-
| Endpoint arrival time on the critical path || 0.76 ns
|-
| Final min period || 0.957 ns
|-
| Height of the die || 80 µm
|-
| Yosys cell types || 1
|-
| Total of buffers placed on input and output ports || 48
|-
| Per-cell routed wire length || 9.83 µm
|-
| Die footprint || 0.00640 mm²
|-
| Filler cells || 417
|-
| DRC viols || 0
|-
| Pin count of the biggest net entering global routing || 2
|-
| Worst-Margin Slew || 0.0549 ns
|-
| Clock buffer count in the final layout || 0
|-
| Max Cap Viol || 0
|-
| Power after layout || 0.121 mW
|-
| Path category of the worst min-delay check || input pin to primary output
|-
| Per-cell via count in the routed design || 2.53
|-
| Vias post-DR || 278
|-
| DRT antenna net count || 0
|-
| Category of the worst setup path launch point || input pin
|-
| Worst-case vdd ir drop || 0.0000472 V
|-
| Sequential Area || 0 µm²
|-
| Fraction of final layout cells sized beyond drive strength 1 || 0.250
|-
| Cell count after synthesis || 16
|-
| Placed instance area || 638 µm²
|-
| Sequential-to-total area share from yosys stat || 0
|-
| Number of flip-flops and latches || 0
|-
| Number of inserted diodes || 0
|-
| First-pass GRT wire length || 1610 µm
|-
| Worst endpoint required time || 0.80 ns
|-
| Place WS || -0.461 ns
|-
| Peak clock frequency supported by timing || 1040 MHz
|-
| Setup repair after global routing missed its margin || no
|-
| Maximum fanout along the worst path || 1
|-
| Die x size || 80 µm
|-
| Warnings from Yosys || 0
|-
| Most common cell after layout, fill and taps aside || dlygate4sd2_1
|-
| Sw Share || 0.195
|-
| Area of the core region || 0.00342 mm²
|-
| Crit Path Category || input pin to primary output
|-
| CP Launch Point || OperandA[7]
|-
| Endpoint kind of the worst setup timing path || primary output
|-
| Hpwl dp || 1070 µm
|-
| Pwr per Cell Area || 234 mW/mm²
|-
| Final non-filler cell area || 518 µm²
|-
| Top logic cells by instance count in the layout || dlygate4sd2_1, or2_1, buf_2
|-
| Antenna violations before repair || 0
|-
| Cts-stage hold buffer count || 0
|-
| WHS || 0.742 ns
|-
| Worst slew margin relative to its limit || 0.963
|-
| Fin. max-slew vios || 0
|-
| Tool warning count || 32
|-
| Sequential group share of total power || 0
|-
| Yosys stat area || 100 µm²
|-
| Count of endpoints failing setup in the final report || 0
|-
| Routed WL || 1080 µm
|-
| Critical path capture point || Result[7]
|-
| Drt initial violations || 1
|-
| Power share of the combinational group || 1.000
|-
| Average instance area after synthesis || 6.26 µm²
|-
| Vias in the first global route || 318
|}
## metal layers
layer,share of wire,track usage,vias to the layer above,wire length [µm]
li1,-,-,144,-
met1,0.36,0.0310,106,388
met2,0.44,0.0522,28,475
met3,0.20,0.0250,0,217
met4,0,0,0,0
met5,0,0,-,0
## per-stage QoR
stage,util,setup TNS (ns),cells
final,0.152,0,110
after global routing,0.152,0,110
after CTS,0.152,0,110
after detailed placement,0.187,-6.91,110
after global placement,0.187,-6.84,110
after floorplan,-,0,16
## cells in the mapped netlist
cell	count	area [µm²]
or2_1	16	100
## power groups by stage
stage | sequential (mW) | combinational [mW] | clock, mW
4_1_cts | 0 | 0.127 | 0
5_1_grt | 0 | 0.138 | 0
6_report | 0 | 0.121 | 0
## how the worst min path moves through the flow
stage                 slack (ns)         end  cells after the start          from
after global routing        0.76  Result[12]                      3  OperandB[12]
after CTS                   0.75   Result[6]                      3   OperandB[6]
final                       0.74  Result[11]                      3  OperandB[11]
## repair_timing
item / CTS / global route
setup buffers: 0 / 0
resized: 83 / 0
setup endpoints to repair: 16 / 0
## area by class of cell
| cell class | instances | area (µm²) | area share |
|---|---|---|---|
| tap | 46 | 57.6 | 0.111 |
| multi-input combinational | 16 | 100 | 0.193 |
| timing repair buffer | 48 | 360 | 0.696 |
## logic make-up (layout without fill, tap and decap cells)
family                 Yosys count  in the layout  synth area share
AND/OR/NAND/NOR                 16             16              1.00
buffers and inverters            0             48                 0
## critical path: stages
cell,delay (ns)
dlygate4sd2_1,0.23
or2_1,0.21
buf_2,0.12
Power figures rest on the tool's default switching activity, not on a simulated workload.
