==> /design/flow/design.v <==
module shifter(data,b,result);
   input  [15:0]     data;  
   input  [15:0]     b;  
   output [15:0]     result;     
   assign result = data << b;
endmodule
==> /design/flow/run.sh <==
#!/bin/bash
# OpenROAD 26Q1-2900-gdf79404cd8, Yosys 0.63+post, stock flow scripts
make -C /OpenROAD-flow-scripts/flow DESIGN_CONFIG=/design/flow/config.mk WORK_HOME=/design/flow/orfs finish
==> /design/flow/config.mk <==
export PLATFORM = sky130hd
export DESIGN_NAME = shifter
export DESIGN_NICKNAME = shifter
export VERILOG_FILES = /design/flow/design.v
export SDC_FILE = /design/flow/constraint.sdc
export NUM_CORES = 4
export LEC_CHECK = 1
export CORE_AREA = 10 10 86 86
export DIE_AREA = 0 0 96 96
==> /design/flow/constraint.sdc <==
current_design shifter

set clk_period 5.5
set clk_io_pct 0.2

create_clock -name clk0 -period $clk_period

set non_clock_inputs [all_inputs -no_clocks]
set_input_delay [expr $clk_period * $clk_io_pct] -clock clk0 $non_clock_inputs
set_output_delay [expr $clk_period * $clk_io_pct] -clock clk0 [all_outputs]
==> impl_metrics.json <==
{
  "routabilityCongestion": 0.904,
  "power_per_cell_area_nw_per_um2": 63.4,
  "die_span_x_um": 96,
  "postRouteWirelength_mm": 3.38,
  "synth.cell_area_um2": 965,
  "data_arrival_time_at_the_worst_slack_endpoint_ps": 3520,
  "totalNegativeSetupSlack_ps": 0,
  "ys_top_cells_by_area": "mux2i_1 21%, mux4_2 19%, nor3_1 5.2%, buf_6 4.7%, buf_12 4.2%",
  "post_synth_most_frequent_cells": "20 x mux2i_1, 10 x nor3_1, 8 x mux4_2",
  "stdcell_area_um2": 1450,
  "worst_ep_required_time_ps": 4400,
  "worst_setup_path_startpoint": "b[2]",
  "dpl.hpwl_mm": 2.86,
  "cts.hold.buffers_added": 0,
  "die-area_um2": 9220,
  "crit_path_end": "result[11]",
  "clock_buffer_count": 0,
  "io-pin-count": 48,
  "count_of_instances_resized_after_the_clock_tree_is_built": 0,
  "overflow": 0,
  "finalMaxSlewViolations": 0,
  "synth_area_per_cell_um2": 8.77,
  "net_load_switching_power_uw": 41.7,
  "power.static_leakage_nw": 0.499,
  "startpoint_type_of_the_worst_setup_path": "primary input",
  "firstDrtPassIters": 4,
  "synth.most_common_cell": "mux2i_1",
  "final_layout_size_suffix_gt1_share_pct": 13.3,
  "rsz_0062_raised_after_global_routing": "no",
  "sequentialPowerShare_pct": 0,
  "core_area_um2": 5540,
  "synth.yosys.num_cells": 110,
  "critical_hold_path_startpoint": "data[0]",
  "power.switching_fraction_pct": 45.5,
  "synthDominantAreaCellType": "mux2i_1",
  "yosys-stat-area_um2": 965,
  "power.combinational.fraction_pct": 100.0,
  "crit_path_max_fanout": 14,
  "drtIter0Drc": 76,
  "total_of_fill_cells_in_the_finished_design": 631,
  "worstSetupPathType": "primary input to output pin",
  "largest_net_degree_at_the_start_of_global_routing": 35,
  "max_rail_drop_vdd_v": 0.0000310,
  "antenna-diode-count": 0,
  "worst_slew_margin_rel_pct": 52.5,
  "timing.fmax_mhz": 216,
  "netlist_instances": 110,
  "route.vias.total": 1032,
  "ant_nets": 0,
  "min_period_ps": 4620,
  "report.power.total_uw": 91.8,
  "finalCoreUtilization_pct": 26.1,
  "outcome": "finished clean",
  "post_synth_num_cell_types": 41,
  "crit_path_end_kind": "output pin",
  "ff_latch_area_um2": 0,
  "detail_route.vias_per_cell": 4.65,
  "grt_first_pass_wirelength_mm": 5.38,
  "synth_largest_type_area_fraction_pct": 20.8,
  "post_layout_nonfiller_instances": 222,
  "postSynthSeqShare_pct": 0,
  "multi_input_comb_area_um2": 836,
  "grt_antenna_before_repair": 0,
  "stage_log_warnings": 32,
  "io_buffers": 48,
  "route.detailed.wl_per_inst_um": 15.2,
  "n_sequential_cell": 0,
  "finalSetupViolations": 0,
  "setup_bufs_post_cts": 0,
  "timing_worst_slew_pin_value_ps": 711,
  "cap_violations": 0,
  "p_int_uw": 50.0,
  "first_global_vias": 1038,
  "grtUsageTotal_pct": 7.19,
  "finalHoldViolations": 0,
  "core.rowCount": 27,
  "min_period_over_period_pct": 84.0,
  "die_h_um": 96,
  "hold_class": "primary input to output pin",
  "area_delta_synth_final_pct": 50.1,
  "clockPowerShare_pct": 0,
  "placed_area_um2": 1450,
  "synth-warning-count": 0,
  "placed_cells_incl_taps": 222,
  "total_drc_errors_in_the_routed_layout": 0,
  "initial_utilization_pct": 17.4
}
==> through the flow <==
step / setup slack, ps / hold slack [ps]
final: 878 / 3300
after global placement: 933 / 3300
after floorplan: 2340 / 2300
after detailed placement: 903 / 3310
after global routing: 701 / 3350
after CTS: 891 / 3310
==> cells by family after synthesis <==
family,synth area share (%)
AND-OR/OR-AND,18.3
AND/OR/NAND/NOR,26.6
multiplexers,41.8
buffers and inverters,13.4
==> area by class of cell <==
cell class         instances  area share, %
multi-input cells         96           57.7
well taps                 72           6.22
inverters                  1          0.259
repair buffers            53           35.8
==> cell usage in the layout (no fill, tap or decap), drive strengths merged, types with 2 or more instances in the layout <==
master and instances:
clkdlybuf4s50 48, mux2i 20, nor3 11, mux4 8
nor2 7, a211oi 6, buf 5, nand3 4
nor4 3, nand2 3, a21oi 3, nor2b 3
nand2b 2, o22ai 2, nand3b 2, a31oi 2
o21a 2, a311oi 2, mux2 2
==> critical path, stage by stage <==
cell	delay (ps)
clkdlybuf4s50_1	930
inv_1	340
nor2_1	170
a21oi_1	60
a2111oi_2	380
clkdlybuf4s50_1	540
==> how the worst min path moves through the flow <==
| stage | endpoint | slack, ps | cells after the start |
|---|---|---|---|
| CTS | result[0] | 3310 | 3 |
| global route | result[1] | 3350 | 5 |
| finish | result[0] | 3300 | 3 |
==> metal layers <==
metal  global-route usage [%]  vias to the layer above  part of all wire [%]
met5                        0                        -                     0
met3                     1.34                        2                   6.2
met2                     10.8                       29                    45
met1                     10.9                      478                    48
li1                         -                      523                     -
met4                    0.491                        0                  0.74
==> power by group through the flow <==
stage	combinational [mW]	sequential [mW]	clock [mW]
finish	0.0918	0	0
global route	0.0999	0	0
CTS	0.0915	0	0
Power and IR drop assume default switching activity.
